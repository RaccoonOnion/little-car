==> design/flow/run.sh <==
#!/bin/bash
# OpenROAD 26Q1-2900-gdf79404cd8, Yosys 0.63+post, stock flow scripts
make -C /OpenROAD-flow-scripts/flow DESIGN_CONFIG=/design/flow/config.mk WORK_HOME=/design/flow/orfs finish
==> design/flow/config.mk <==
export PLATFORM = sky130hd
export DESIGN_NAME = clk_div
export DESIGN_NICKNAME = clk_div
export VERILOG_FILES = /design/flow/design.v
export SDC_FILE = /design/flow/constraint.sdc
export NUM_CORES = 4
export LEC_CHECK = 1
export CORE_UTILIZATION = 50
==> design/flow/constraint.sdc <==
current_design clk_div

set clk_period 5.5
set clk_io_pct 0.2

create_clock -name clk0 -period $clk_period [get_ports {clk}]

set non_clock_inputs [all_inputs -no_clocks]
set_input_delay [expr $clk_period * $clk_io_pct] -clock clk0 $non_clock_inputs
set_output_delay [expr $clk_period * $clk_io_pct] -clock clk0 [all_outputs]
==> design/flow/design.v <==
`timescale 1ns / 1ps
module clk_div(
    input  clk,        
    input  rst_n, 
    output reg  clk_ms, clk_20ms, clk_100ms, clk_s   
    );
    parameter period_ms = 100000, period_20ms = 2000000, period_100ms = 10000000, period_s = 100000000;  
    reg [31:0]  cnt_ms;
    reg [31:0]  cnt_20ms;
    reg [31:0]  cnt_100ms;
    reg [31:0]  cnt_s;
    always @ (posedge clk or negedge rst_n) 
    begin
        if(~rst_n) 
        begin
            cnt_ms <= 0;
            clk_ms <= 0;   
        end
        else 
        begin
            if(cnt_ms == ((period_ms >> 1) - 1)) begin
              clk_ms <= ~clk_ms;
              cnt_ms <= 0;
            end
        else
            cnt_ms <= cnt_ms + 1;
        end
    end
    always @ (posedge clk or negedge rst_n) 
        begin
            if(~rst_n) 
            begin
                cnt_20ms <= 0;
                clk_20ms <= 0;   
            end
            else 
            begin
                if(cnt_20ms == ((period_20ms >> 1) - 1)) begin
                  clk_20ms <= ~clk_20ms;
                  cnt_20ms <= 0;
                end
            else
                cnt_20ms <= cnt_20ms + 1;
            end
        end
    always @ (posedge clk or negedge rst_n) 
        begin
            if(~rst_n) 
            begin
                cnt_s <= 0;
                clk_s <= 0;   
            end
            else 
            begin
                if(cnt_s == ((period_s >> 1) - 1)) begin
                  clk_s <= ~clk_s;
                  cnt_s <= 0;
                end
            else
                cnt_s <= cnt_s + 1;
            end
        end
     always @ (posedge clk or negedge rst_n) 
            begin
                if(~rst_n) 
                begin
                    cnt_100ms <= 0;
                    clk_100ms <= 0;   
                end
                else 
                begin
                    if(cnt_100ms == ((period_100ms >> 1) - 1)) begin
                      clk_100ms <= ~clk_100ms;
                      cnt_100ms <= 0;
                    end
                else
                    cnt_100ms <= cnt_100ms + 1;
                end
            end
endmodule
==> flow_summary.toml <==
# physical design summary
[synth]
yosys_warnings = 1
edf_count = 0
yosys_cells = 580
synthCells = 580
synthAoiAreaFrac_pct = 2.358
mux_area_share_pct = 0.3426
ys_chip_area_um2 = 6208
synth_flops = 132
async_flop_share_pct = 100.0
yosys.cell_types.count = 42
flop_cell = "dfrtp_1"
synth.logic.top_family = "simple AND/OR/NAND/NOR gates"
ys_seq_share_pct = 53.20
ys_sh_adder_pct = 0.8061
synthSimpleGateAreaFrac_pct = 26.42
xor_area_share_pct = 15.80
netlist_area_um2 = 6208
syn_area_per_cell_um2 = 10.70

[floorplanning]
rows = 40
floorplan.core_util_pct = 51.47
die_h_um = 113.4
core_um2 = 12060
ios = 6
die_x_um = 113.4
chip_area_um2 = 12870

[global_routing]
grt_pass1_wl_um = 18490
antenna_found_initial = 0
gr-total-overflow = 0
track_usage_pct = 18.47
grt_max_degree = 87
grt_pass1_vias = 4029

[finish]
ff_latch_area_um2 = 3303
final_cell_mix = "dfrtp_1 (132), nor2_1 (63), xor2_1 (60)"
drive_above_1_share_pct = 6.908
finalNonFillerCells = 776
syn_to_final_growth_pct = 12.19
fillers = 965
layout_top_cell = "dfrtp_1"
design_area_um2 = 6965
logic_area_um2 = 2839

[job]
tool_warnings = 25
maxCapViolCount = 0

[worst_setup_path]
crit_cells = 1
path_max_fanout = 2
cp.arrival_ns = 1.23
rr_worst_depth = 5
cp_num_buf_inv = 1
crit_family = "buffers and inverters"
crit_type = "flip-flop to output pin"
start_kind = "flip-flop"
end_kind = "output pin"
crit_required_ns = 4.40
slowest_stage = "clkdlybuf4s50_1"
cp_cell_sequence = "clkdlybuf4s50_1"
cpPeakStageDelay_ns = 0.47

[timing]
finalSetupTns_ns = 0
period_needed_ns = 2.326
finalClockSkew_ns = 0.007172
max_slew_margin_pct = 49.57
rsz0062_at_grt = "no"
setup-violations-final = 0
timing.final.crit_share_pct = 42.29
drv_slew = 0
setup_ws_ns = 3.174
hold_violations = 0
worstMarginPinSlew_ns = 0.7565
clock.fmax_ghz = 0.4299

[drt]
vias = 4126
drtAntennaViolNets = 0
routed_wl_um = 10350
drtIter0Drc = 282
via_per_inst = 5.317
wl_per_cell_um = 13.34
drt_pass1_iterations = 4
diodes = 0
drc = 0

[power]
vdd_drop_max_mv = 0.2262
power_density_nw_per_um2 = 285.0
leakage_nw = 3.277

[placed_design]
place_congestion = 0.8531
placed_area_um2 = 6441
numPortBuffers = 5
dp_hpwl_um = 6703
dp_slack_ns = 3.121
post-place-cells = 745

[clock_tree]
clk_pin_slew_ns = 0.05
clock_latency_ns = 0.41
cts_buffer_depth = 2
ctsHoldBuffers = 0
root_buffer = "clkbuf_16"
post-cts-setup-buffers = 0
cts_resized = 0
htreeDepth = 4
cts_tree = "yes"
cts_buffers = 17
clock-sinks = 132

[min_path]
min_path_cells = 1
hold_class = "flip-flop to flip-flop"

[status]
status = "finished clean"
[sequential cells by signal, summed over array words and instances, names as in the netlist]
signal / cells
cnt_ms: 32
clk_ms: 1
clk_s: 1
cnt_100ms: 32
clk_20ms: 1
clk_100ms: 1
cnt_20ms: 32
cnt_s: 32
[final timing paths]
kind                             start            end  slack (ns)
min                              clk_s          clk_s        0.46
max                           clk_20ms       clk_20ms        3.17
min in group asynchronous        rst_n  cnt_100ms[15]        0.75
max reg2reg                cnt_20ms[6]   cnt_20ms[18]        3.40
max in group asynchronous        rst_n  cnt_100ms[22]        3.65
min reg2reg                      clk_s          clk_s        0.46
[metrics by stage]
step | hold slack, ns | utilization, % | power (mW)
3_5_place_dp | 0.4569 | 53.40 | 1.010
6_report | 0.4644 | 57.75 | 1.985
3_3_place_gp | 0.4538 | 53.40 | 1.009
5_1_grt | 0.4898 | 57.75 | 2.055
4_1_cts | 0.4680 | 57.75 | 2.018
2_1_floorplan | 0.4204 | - | 0.9892
[synth_stat cells (2+ instances only)]
library cell	count	share of area [%]
or2_2	2	0.20
xor2_1	60	8.5
ha_1	4	0.81
clkbuf_1	7	0.42
a21o_1	4	0.48
a21oi_1	4	0.32
nor4b_1	7	0.99
o21a_1	2	0.24
nor2b_1	5	0.50
inv_1	8	0.48
dfrtp_1	132	53
o21ai_0	2	0.16
nand4_1	34	3.4
nor2_1	63	3.8
or3_1	2	0.20
nor4_1	12	1.2
and3_1	24	2.4
and2_1	4	0.40
nand3_1	48	3.9
nand2_1	46	2.8
a31oi_1	6	0.60
nor4_4	5	1.7
xnor2_1	52	7.3
nor3_1	17	1.4
and4_1	12	1.7
a22o_1	2	0.28
[power breakdown]
group          total, mW  leakage [nW]  internal [mW]  switching [mW]
clock network      0.994         0.264          0.617           0.377
registers          0.972          1.81          0.972               0
logic             0.0190          1.21        0.00115          0.0178
total               1.99          3.28           1.59           0.395
[metal layers]
layer	global-route usage, %	wire length (µm)	vias up
met5	0	0	-
met4	2.018	85	0
met3	4.061	304	8
met2	26.79	4544	42
met1	31.33	5419	1993
li1	-	-	2083
[cell families (layout without fill, tap and decap cells)]
kind of cell / count (synthesis) / in the layout
AND/OR/NAND/NOR: 291 / 291
adder cells (fa/ha/maj): 4 / 4
buffers and inverters: 17 / 45
multiplexers: 2 / 2
AND-OR/OR-AND: 22 / 22
flip-flops: 132 / 132
XOR/XNOR: 112 / 112
[final cells by class]
cell class,count,area share [%]
Inverter,8,0.4311
Clock inverter,5,0.3593
Sequential cell,132,47.42
Clock buffer,26,7.167
Multi-Input combinational cell,431,40.76
Timing Repair Buffer,6,0.8443
Tap cell,168,3.018
Power figures rest on the tool's default switching activity, not on a simulated workload.
