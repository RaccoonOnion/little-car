**config.mk**
```make
export PLATFORM = sky130hd
export DESIGN_NAME = auto_turning
export DESIGN_NICKNAME = auto_turning
export VERILOG_FILES = /design/flow/design.v
export SDC_FILE = /design/flow/constraint.sdc
export NUM_CORES = 4
export LEC_CHECK = 1
export CORE_AREA = 10 10 100 100
export DIE_AREA = 0 0 110 110
```
**constraint.sdc**
```tcl
current_design auto_turning

set clk_period 2.5
set clk_io_pct 0.2

create_clock -name clk0 -period $clk_period [get_ports {clk_ms}]

set non_clock_inputs [all_inputs -no_clocks]
set_input_delay [expr $clk_period * $clk_io_pct] -clock clk0 $non_clock_inputs
set_output_delay [expr $clk_period * $clk_io_pct] -clock clk0 [all_outputs]
```
**design.v**
```verilog
`timescale 1ns / 1ps
module auto_turning(
    input  clk_ms,
    input  rst_n,
    input [3:0] state,                 
    input  left_right,                  
    input  turn_around,           
    output reg turn_left,          
    output reg turn_right,        
    output reg finish_turning  
    );
    reg[11:0] cnt;
    reg is_turning;
    always @(*)
    begin
        if(state == 4'b0111 || state == 4'b1001) is_turning = 1'b1;
        else is_turning = 1'b0;
    end
    always @ (posedge clk_ms or negedge rst_n) 
        begin
            if(~rst_n) 
            begin
                turn_left <= 1'b0;
                turn_right <= 1'b0;
                cnt <= 12'b0;
                finish_turning <= 1'b0; 
            end
            else if(~is_turning) 
                        begin
                            turn_left <= 1'b0;
                            turn_right <= 1'b0;
                            cnt <= 12'b0;
                            finish_turning <= 1'b0; 
                        end
            else if (is_turning)
                begin
                    if(turn_around)
                    begin
                        if(cnt <= 12'd2000)
                        begin
                            cnt <= cnt + 1'b1;
                            if(cnt <= 12'd1700)
                            begin        
                                if(~left_right) begin
                                    turn_left <= 1'b1;
                                    turn_right <= 1'b0;
                                end
                                else begin
                                    turn_left <= 1'b0;
                                    turn_right <= 1'b1;
                                end
                            end
                            else 
                            begin
                                turn_left <= 1'b0;
                                turn_right <= 1'b0;
                            end
                        end
                        else
                        begin
                            finish_turning <= 1'b1; 
                        end               
                    end
                    else if(~turn_around)
                    begin
                        if(cnt <= 12'd1000)
                        begin
                            cnt <= cnt + 1'b1;
                            if(cnt <= 12'd750)
                            begin        
                                if(~left_right) begin
                                    turn_left <= 1'b1;
                                    turn_right <= 1'b0;
                                end
                                else begin
                                    turn_left <= 1'b0;
                                    turn_right <= 1'b1;
                                end
                            end
                            else 
                            begin
                                turn_left <= 1'b0;
                                turn_right <= 1'b0;
                            end
                        end
                        else
                        begin
                            finish_turning <= 1'b1; 
                        end
                    end           
            end
        end
endmodule
```
**run.sh**
```bash
#!/bin/bash
# OpenROAD 26Q1-2900-gdf79404cd8, Yosys 0.63+post, stock flow scripts
make -C /OpenROAD-flow-scripts/flow DESIGN_CONFIG=/design/flow/config.mk WORK_HOME=/design/flow/orfs finish
```
==> Slide: Implementation Results <==
Flow Results at a Glance

Placement
  – RePlAce Congestion: 0.878
  – Port bufs: 10
  – DPL Wire Length: 1650 µm
  – Placed cell areas: 1140 µm²

Power and ir drop
  – Switching Fraction: 0.229
  – Clock power share: 0.409
  – Pwr/cell area: 409 nW/µm²
  – Internal: 0.375 mW
  – Sequential Power Share: 0.507
  – Worst VDD drop: 120 µV
  – Leak Pwr: 0.408 nW
  – Switching power: 0.111 mW
  – Comb pwr share: 0.084

Run
  – Count of tool warnings: 26
  – Max-Cap Viols: 0

Die
  – Die Span Y: 110 µm
  – Core area: 7810 µm²
  – Chip area: 12100 µm²
  – Rows: 32
  – Die width: 110 µm
  – I/O pin cnt: 11
  – FP Core Util: 0.120

Yosys
  – Syn Area/Cell: 8.37 µm²
  – Register share after synthesis: 0.401
  – Yosys chip area: 937 µm²
  – Yosys warnings: 1
  – Area of the mapped netlist: 937 µm²
  – Top_reg_cell synth: dfrtp_1
  – Unique cell types: 34
  – Async S/R FF share, synth: 1.00
  – Ys cells: 112
  – Synth flops: 15
  – Number of enable flip-flop cells: 0
  – Mapped Cells: 112

Finish
  – Commonest Layout Cell: dfrtp_1
  – Most common logic cells in the final layout: 15 x dfrtp_1, 14 x nor2_1, 10 x clkdlybuf4s50_1
  – Storage element area: 375 µm²
  – Post-layout instance area: 1190 µm²
  – Number of fill cells: 878
  – Fraction of layout cells with a size suffix above 1: 0.0750
  – Synthesis-to-layout area growth: 27.0%
  – Logic area: 503 µm²

CTS
  – CTS tree: yes
  – Clk slew on worst S/H paths: 0.06 ns
  – Root Buffer: clkbuf_8
  – Postcts setup bufs: 0
  – Clock buffer depth: 2
  – Num CTS Buffers: 3
  – Worst skew pair latency: 0.25 ns
  – H-tree levels: 1
  – Post-CTS sizing: 0
  – Hold_buf cts: 0
  – CTS Sinks: 15

Setup path
  – Critical Path AT: 2.24 ns
  – CP max FO: 19
  – Worst setup EP type: register
  – Crit path kind: reg2reg
  – Startpoint Class: register
  – Worst Path Required: 2.68 ns

Global routing
  – Largest net degree at the start of global routing: 20
  – GRT Residual Overflow: 0
  – Busiest grt layer: met2
  – Antenna violations before repair: 0
  – Met1 Track Usage GR: 0.0530
  – Vias in the first global route: 744
  – Total track usage: 0.0375
  – Met3 Use GR: 0.0170
  – Global-route wire length before repair: 3660 µm
  – GR Util met2: 0.0542

Route
  – DRC viols: 0
  – Final WL: 2210 µm
  – Via density: 3.71
  – Number of diodes: 0
  – Via count: 823
  – 1st-pass router iterations: 4
  – Initial DRC Count: 38
  – Avg WL per Cell: 9.94 µm
  – Final ANT Viol Nets: 0

Timing
  – Slew @ Worst Pin: 0.708 ns
  – Achievable Freq: 0.485 GHz
  – Hold Vio Cnt, Final: 0
  – Relative slew slack: 0.527
  – Tmin final: 2.06 ns
  – Unrepaired setup endpoints after global routing: no
  – Setup TNS: 0 ns
  – Clk_skew: 0.00270 ns
  – Crit share post-route: 0.824
  – Final setup viols: 0
  – Max Transition Viols Final: 0

Run status
  – Status: finished clean

Min path
  – Path type of the worst min-delay path: reg2reg
-- power by group through the flow --
stage	sequential [mW]	combinational, mW	clock, mW
CTS	0.247	0.0415	0.206
global route	0.247	0.0452	0.219
finish	0.247	0.0409	0.199
-- final cells by class --
type / instances / area share
clock buffers: 3 / 0.0347
clock inverters: 1 / 0.00421
inverters: 6 / 0.0189
multi-input cells: 83 / 0.423
flip-flops and latches: 15 / 0.315
well taps: 102 / 0.107
repair buffers: 12 / 0.0967
-- flip-flops by register name (all words and copies together), names as in the netlist --
signal / flops
cnt: 12
turn_left: 1
turn_right: 1
finish_turning: 1
-- kinds of logic after synthesis --
kind of cell | count (synthesis) | synth area share
AOI/OAI and AO/OA | 32 | 0.239
adders and majority gates | 2 | 0.0267
buffers and inverters | 14 | 0.0628
DFF | 15 | 0.401
and+or+nand+nor | 49 | 0.271
-- per-stage QoR --
step / power (mW) / cells / setup slack, ns / hold slack, ns / util
5_1_grt: 0.511 / 222 / 0.334 / 0.527 / 0.152
3_3_place_gp: 0.292 / 218 / 0.289 / 0.489 / 0.146
4_1_cts: 0.494 / 222 / 0.430 / 0.513 / 0.152
6_report: 0.486 / 222 / 0.440 / 0.504 / 0.152
3_5_place_dp: 0.292 / 218 / 0.278 / 0.495 / 0.146
2_1_floorplan: 0.267 / 112 / 0.621 / 0.204 / -
-- cells in the mapped netlist (3+ instances only) --
cell / n / area share
inv_1: 6 / 0.024
nand4_1: 4 / 0.027
a21oi_1: 9 / 0.048
nor2_1: 14 / 0.056
clkbuf_1: 5 / 0.020
or3_1: 7 / 0.047
dfrtp_1: 15 / 0.40
a311oi_1: 4 / 0.037
nand2_1: 9 / 0.036
nand3_1: 3 / 0.016
o21ai_0: 8 / 0.043
nor3_1: 3 / 0.016
-- routing by layer --
| metal | share of wire | vias to the layer above |
|---|---|---|
| met1 | 0.51 | 366 |
| li1 | - | 433 |
| met4 | 0 | 0 |
| met3 | 0.061 | 0 |
| met5 | 0 | - |
| met2 | 0.43 | 24 |
-- worst paths after layout --
kind / startpoint / to / slack, ns / cells after the start
worst max-delay path: cnt[4] / cnt[6] / 0.44 / 5
worst min-delay path: turn_left / turn_left / 0.50 / 1
worst max register to register: cnt[4] / cnt[6] / 0.44 / 5
worst min register to register: turn_left / turn_left / 0.50 / 1
max in group asynchronous: rst_n / turn_left / 1.38 / 1
min in group asynchronous: rst_n / cnt[7] / 0.67 / 1
-- worst max-delay path, stage by stage, from the launching register on --
cell and delay [ns]:
dfrtp_1 0.44, and4bb_1 0.31, a311oi_1 0.12, o32a_4 0.46, or4_1 0.52, a21oi_1 0.14
Power figures rest on the tool's default switching activity, not on a simulated workload.
